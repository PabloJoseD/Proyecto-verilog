--- config.mk ---
export PLATFORM = sky130hd
export DESIGN_NAME = COMP_4
export DESIGN_NICKNAME = COMP_4
export VERILOG_FILES = /design/flow/design.v
export SDC_FILE = /design/flow/constraint.sdc
export NUM_CORES = 4
export LEC_CHECK = 1
export CORE_AREA = 10 10 70 70
export DIE_AREA = 0 0 80 80
--- constraint.sdc ---
current_design COMP_4

set clk_period 1.2
set clk_io_pct 0.2

create_clock -name clk0 -period $clk_period

set non_clock_inputs [all_inputs -no_clocks]
set_input_delay [expr $clk_period * $clk_io_pct] -clock clk0 $non_clock_inputs
set_output_delay [expr $clk_period * $clk_io_pct] -clock clk0 [all_outputs]
--- design.v ---
module MUX4x1_Case  (  input [3:0] I ,       
                        input [1:0] S,      
                        output reg Y);     
always @ (*)     
    case  (S)
        2'd0 : Y = I[0];    
        2'd1 : Y = I[1];    
        2'd2 : Y = I[2];    
        2'd3 : Y = I[3];    
    endcase
endmodule
module  COMPARATOR( input A,B,    
                 output K,L);   
reg [3:0] I_K = 4'b1011; 
reg [3:0] I_L = 4'b1101; 
MUX4x1_Case MuxK (.I(I_K), .S({A, B}), .Y(K));  
MUX4x1_Case MuxL (.I(I_L), .S({A, B}), .Y(L));   
endmodule   
module EXTENDER (input Ki,Li,A,B,          
                    output  reg K0,L0);    
    always @(*) begin
        if (~Li | Ki&A | Ki&~B) begin    
            K0 = 1;
        end
        else 
            K0 = 0;
        if (~Ki | Li&B | ~A&Li) begin   
            L0 = 1;
         end 
        else 
          L0 = 0;
        end 
endmodule
module  COMP_4( input X0,X1,X2,X3,Y0,Y1,Y2,Y3,    
                 output k,l);                     
wire K_COMPARATOR, L_COMPARATOR, K0_EXTENDER_1, L0_EXTENDER_1, K0_EXTENDER_2, L0_EXTENDER_2;
COMPARATOR Bloque_1(.A(X3), .B(Y3), .K(K_COMPARATOR), .L(L_COMPARATOR)); 
EXTENDER Bloque_2(.Ki(K_COMPARATOR), .Li(L_COMPARATOR), .A(X2), .B(Y2), .K0(K0_EXTENDER_1), .L0(L0_EXTENDER_1)); 
EXTENDER Bloque_3(.Ki(K0_EXTENDER_1), .Li(L0_EXTENDER_1), .A(X1), .B(Y1), .K0(K0_EXTENDER_2), .L0(L0_EXTENDER_2)); 
EXTENDER Bloque_4(.Ki(K0_EXTENDER_2), .Li(L0_EXTENDER_2), .A(X0), .B(Y0), .K0(k), .L0(l)); 
endmodule
--- run.sh ---
#!/bin/bash
# OpenROAD 26Q1-2900-gdf79404cd8, Yosys 0.63+post, stock flow scripts
make -C /OpenROAD-flow-scripts/flow DESIGN_CONFIG=/design/flow/config.mk WORK_HOME=/design/flow/orfs finish
==> deck_impl_summary.md <==
Physical Implementation Snapshot

Timing
  – RSZ-0062 raised after global routing: yes
  – Fin. Hold Viols: 0
  – Max-slew headroom: 90.9%
  – Fmax: 650 MHz
  – Worst-Margin Slew: 0.136 ns
  – Cycle use final: 128%
  – Final Max Slew Viols: 0
  – Fin crit period: 1.54 ns
  – Final setup viols: 2
  – Fin worst setup slack: -0.338 ns

Die
  – Boundary Pins: 10
  – Row Count: 21
  – Die width: 80 um
  – Die area: 6400 um^2
  – Core Area: 3420 um^2
  – FP Util: 3.37%
  – Die Ht: 80 um

Global route
  – Initial antenna violation count: 0
  – Pin count of the biggest net entering global routing: 6
  – GRT Max-Usage Layer: met1
  – Met1 global-route usage: 1.78%
  – GRT Total Usage: 1.18%
  – Met3 GRT Util: 0.227%
  – Vias in the first global route: 151
  – Global route overflow: 0
  – Global-route wire length before repair: 662 um
  – Routing usage on met2: 1.77%

Placed design
  – DP HPWL: 372 um
  – Placer Congestion: 0.676
  – Placed cell areas: 295 um^2
  – Port Buffers: 10

Synth
  – Distinct lib cells used: 11
  – Post-Synthesis Cells: 16
  – Yosys warning total: 3
  – Syn_area_per_cell: 7.19 um^2
  – Register share after synthesis: 0%
  – Ys cells: 16
  – Mapped Area: 115 um^2
  – Yosys chip area: 115 um^2

Routing
  – # diodes: 0
  – DR iter-0 viols: 4
  – Total number of vias: 164
  – DRC: 0
  – Antenna viol nets, final: 0
  – WL final: 463 um
  – Vias/cell: 2.10
  – Drt wl/cell: 5.94 um
  – First-pass DRT Iterations: 2

Worst setup path
  – Worst EP arrival: 1.30 ns
  – CP Launch Type: input port
  – Crit end category: output port
  – Critical path peak fanout: 2
  – CP required: 0.96 ns
  – WS Path Type: in2out

Final layout
  – Comb gate area: 113 um^2
  – Area grow syn2layout: 164%
  – Clock buf count: 0
  – Register Area: 0 um^2
  – Flop Count: 0
  – Layout cell share with drive strength beyond 1: 65.6%
  – FILL cells: 404
  – Post-route core utilization: 8.90%
  – Design Area, Final: 304 um^2

Run
  – Maxcap violations: 0
  – Tool warnings: 35

Power
  – Worst VDD drop: 0.0316 mV
  – Pwr dens: 283 nW/um^2
  – Leak: 0.134 nW

Hold path
  – Worst min-delay path class: in2out

Outcome
  – Failing checks: setup timing
  – Status: complete, but fails checks
[what timing repair did]
action / CTS / global route
setup buffers: 1 / 2
pin swaps: 5 / 3
endpoints found under the setup margin: 2 / 2
resized: 34 / 2
hold endpoints to repair: 0 / 0
hold buffers: 0 / 0
gates cloned: 0 / 0
[report_power, final]
group	internal, W	leakage [nW]	switching, W
Sequential	0	0	0
Combinational	0.0000549	0.134	0.0000312
Clock	0	0	0
[final timing paths]
path / startpoint / end / depth (start not counted) / slack [ns]
worst max-delay path: X1 / k / 6 / -0.34
worst min-delay path: X3 / l / 5 / 0.87
[cell usage after synthesis]
cell type  n  area (um^2)
nor2b_4    1         13.8
a31oi_1    1         6.26
nor2_1     1         3.75
maj3_1     1         10.0
a32o_1     1         10.0
o21ai_0    2         10.0
o21a_1     1         7.51
nand2b_1   2         12.5
inv_1      3         11.3
maj3_2     2         22.5
o21bai_1   1         7.51
[logic make-up (layout without fill, tap and decap cells)]
kind of cell | after synthesis | in the layout | share of synthesized area (%)
AOI/OAI and AO/OA | 6 | 6 | 35.9
buffers and inverters | 3 | 19 | 9.78
adders and majority gates | 3 | 3 | 28.3
and+or+nand+nor | 4 | 4 | 26.1
[worst max-delay path, stage by stage]
cell,delay (ns)
buf_6,0.09
nor2b_4,0.11
maj3_2,0.31
maj3_2,0.28
o21bai_1,0.14
buf_2,0.11
[metal layers]
metal,routed length [um],part of all wire [%]
met2,201,43
met1,234,51
met4,0,0
met3,28,6.0
met5,0,0
[final cells by class]
type | instances | area share, %
multi-input combinational | 13 | 37.0
timing repair buffer | 16 | 40.3
tap | 46 | 18.9
inverter | 3 | 3.70
[layout by cell type (no fill, tap or decap), drive strengths merged]
cell type	n
buf	12
maj3	3
inv	3
nand2b	2
o21ai	2
dlygate4sd2	2
nor2	1
nor2b	1
o21bai	1
a32o	1
a31oi	1
o21a	1
dlymetal6s2s	1
clkdlybuf4s15	1
[through the flow]
stage	total power [W]	hold WS, ns	worst slack, ns	setup TNS (ns)	std cells
after floorplan	0.0000294	0.568	-0.0903	-0.0903	16
after global placement	0.0000856	1.48	-1.02	-2.00	75
after detailed placement	0.0000867	1.49	-1.03	-2.04	75
after CTS	0.0000797	0.942	-0.343	-0.515	76
after global routing	0.0000955	0.941	-0.370	-0.682	78
final	0.0000861	0.874	-0.338	-0.578	78
No activity file was given, so power comes from the tool's default toggle rates.
