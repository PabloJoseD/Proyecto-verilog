===== flow/design.v =====
module AltCompr (input Clk, Reset,   
                input  PA, PB, PMB,   
                output C1,C2,C3);     
reg [3:0]  EstPres, ProxEstado; 
parameter a = 4'b0001;
parameter b = 4'b0010;
parameter c = 4'b0011;
parameter d = 4'b0100;            
parameter e = 4'b0101;
parameter f = 4'b0110;
parameter g = 4'b0111;
always @(posedge Clk, posedge Reset)
    if (Reset)  EstPres <= a;
    else        EstPres <= ProxEstado;
always @(*)
    case (EstPres)
    a   : case({PA,PB,PMB})
            3'b100 : ProxEstado = a;
            3'b010 : ProxEstado = c;
            3'b001 : ProxEstado = b;
          endcase
    b   : if (PA) ProxEstado = a;
            else  ProxEstado = b;
    c   : case({PMB,PA})
            2'b10 : ProxEstado = b;
            2'b00 : ProxEstado = c;
            2'b01 : ProxEstado = d;
          endcase
    d :  case({PA,PB,PMB})
            3'b100 : ProxEstado = d;
            3'b010 : ProxEstado = e;
            3'b000 : ProxEstado = d;
            3'b001 : ProxEstado = b;
         endcase
    e :  case({PMB,PA})
            2'b10 : ProxEstado = b;
            2'b00 : ProxEstado = e;
            2'b01 : ProxEstado = f;
         endcase
    f :  case({PA,PB,PMB})
            3'b100 : ProxEstado = f;
            3'b010 : ProxEstado = g;
            3'b000 : ProxEstado = f;
            3'b001 : ProxEstado = b;
         endcase
    e :  case({PMB,PA})
            2'b10 : ProxEstado = b;
            2'b00 : ProxEstado = g;
            2'b01 : ProxEstado = a;
         endcase
    endcase
assign C1 = (EstPres == b | EstPres == c | EstPres == e | (EstPres == g&(~Clk)));
assign C2 = (EstPres == b | EstPres == c | EstPres == g | (EstPres == e&(~Clk)));
assign C3 = (EstPres == b | EstPres == e | EstPres == g | (EstPres == c&(~Clk)));
endmodule

===== flow/run.sh =====
#!/bin/bash
# OpenROAD 26Q1-2900-gdf79404cd8, Yosys 0.63+post, stock flow scripts
make -C /OpenROAD-flow-scripts/flow DESIGN_CONFIG=/design/flow/config.mk WORK_HOME=/design/flow/orfs finish

===== flow/config.mk =====
export PLATFORM = sky130hd
export DESIGN_NAME = AltCompr
export DESIGN_NICKNAME = AltCompr
export VERILOG_FILES = /design/flow/design.v
export SDC_FILE = /design/flow/constraint.sdc
export NUM_CORES = 4
export LEC_CHECK = 1
export CORE_AREA = 10 10 70 70
export DIE_AREA = 0 0 80 80

===== flow/constraint.sdc =====
current_design AltCompr

set clk_period 2.3
set clk_io_pct 0.2

create_clock -name clk0 -period $clk_period [get_ports {Clk}]

set non_clock_inputs [all_inputs -no_clocks]
set_input_delay [expr $clk_period * $clk_io_pct] -clock clk0 $non_clock_inputs
set_output_delay [expr $clk_period * $clk_io_pct] -clock clk0 [all_outputs]

==> impl_metrics.csv <==
group,metric,value,unit
sta,final_max_slew_viol_count,0,
sta,fin_setup_tns,0,ns
route,drt.antenna.violating_nets,0,
min_path,hold_class,"in2async",
floorplanning,die.size.y,80,um
status,status,"complete, no violations",
grt,antenna_found_initial,0,
yosys,yosys.area_share.xor_xnor,0,
route,drt-pass1-iter-count,4,
placed_design,hpwl,676,um
clocking,cts_tree,"yes",
route,wl_per_cell,8.94,um
grt,grt_max_degree,16,
yosys,aoi_share,0.318,
grt,grt_pass1_wl,1630,um
route,num_vias,389,
route,wirelength,957,um
floorplanning,die_area,6400,um2
sta,max_slew_margin,0.687,
sta,worst_pin_slew,0.470,ns
yosys,synth.avg_cell_area,7.41,um2
critical_path,cpMaxStageDelayCell,"clkbuf_4",
route,drt-initial-drc-count,23,
yosys,yosysWarningCount,1,
sta,finalHoldViolations,0,
placed_design,place.gp.congestion,0.790,
yosys,netlist-cell-type-count,26,
grt,grt.total_usage,0.0313,
yosys,synthMuxAreaShare,0,
floorplanning,die_x,80,um
yosys,synth.logic.top_family,"AND-OR/OR-AND gates",
placed_design,dp_slack,0.0106,ns
critical_path,startpoint_type,"clock port",
power_and_ir_drop,p_per_area,703,nW/um2
sta,rsz0062_at_grt,"false",
floorplanning,io-pin-count,8,
layout,area.growth.synth_to_final,36.7,%
route,antenna_cells,0,
run,tool_warnings,33,
yosys,yosysCellCount,52,
critical_path,cp_data_required_time,1.84,ns
yosys,syn_area,385,um2
route,viasPerCell,3.64,
floorplanning,fp_util,0.113,
sta,fin_ws,0.0937,ns
yosys,ys_area,385,um2
sta,untimed_endpoints,6,
sta,whs,0.382,ns
yosys,synth-seq-cells,6,
yosys,synth_cells,52,
sta,setup_violations,0,
run,cap_violations,0,
yosys,ys_sh_adder,0,
grt,grt_pass1_vias,440,
placed_design,io_buffer_count,7,
floorplanning,core,3420,um2
critical_path,path_class,"clk2out",
critical_path,crit_path_max_fanout,2,
layout,mostFrequentLayoutCell,"nand2_1",
clocking,path_clk_slew,0.04,ns
critical_path,worstPathArrival,1.75,ns
yosys,simple_gate_share,0.240,
power_and_ir_drop,p_total,370,uW
sta,unclocked_pins,3,
layout,drive_gt1_frac,0.279,
route,drc,0,
critical_path,cp-end-kind,"output pin",
clocking,cts_setup_buffers,0,
power_and_ir_drop,power.leakage,0.000217,uW
critical_path,slowest_delay,0.12,ns
grt,overflow,0,
power_and_ir_drop,ir_worst_vdd,0.423,mV
floorplanning,rows,21,
critical_path,crit_chain,"clkbuf_4, clkbuf_4, nand2_1, nand2_1, a21oi_2, buf_2",
layout,final_cell_mix,"nand2_1 (9), clkbuf_4 (5), o21ai_1 (4), clkdlybuf4s50_1 (4)",
[area by class of cell]
cell class	count	area [um2]
fill	392	2890
clock buffer	10	70.1
tap	46	57.6
inverter	3	11.3
sequential	6	121
multi-input combinational	37	223
clock inverter	1	3.75
timing repair buffer	4	40.0
[worst max-delay path: cells and delay by family]
family / cells / cell delay, ns
AND-OR/OR-AND: 1 / 0.12
buffers and inverters: 3 / 0.34
AND/OR/NAND/NOR: 2 / 0.13
[through the flow]
stage	std cells	util	area, um2
floorplan	52	-	385
global placement	100	0.140	479
detailed placement	100	0.140	479
CTS	108	0.157	537
global route	107	0.154	527
finish	107	0.154	527
[cells by family (layout without fill, tap and decap cells)]
group	after synthesis	after routing
and+or+nand+nor	19	19
AOI/OAI and AO/OA	18	18
buffers and inverters	9	18
DFF	3	3
latches	3	3
[synthesized netlist by cell type]
| library cell | count | area, um2 |
|---|---|---|
| a21oi_1 | 4 | 20.0 |
| a221oi_2 | 1 | 15.0 |
| a31oi_1 | 1 | 6.26 |
| a32oi_1 | 1 | 8.76 |
| and2b_1 | 1 | 7.51 |
| and3_1 | 1 | 6.26 |
| buf_2 | 3 | 15.0 |
| buf_4 | 1 | 7.51 |
| buf_6 | 1 | 11.3 |
| dfrtp_1 | 2 | 50.1 |
| dfstp_2 | 1 | 26.3 |
| dlxtn_1 | 3 | 45.0 |
| inv_1 | 3 | 11.3 |
| inv_2 | 1 | 3.75 |
| nand2_1 | 9 | 33.8 |
| nand2b_1 | 1 | 6.26 |
| nand3_1 | 1 | 5.00 |
| nand3b_1 | 1 | 7.51 |
| nor2_1 | 2 | 7.51 |
| nor2_2 | 2 | 12.5 |
| nor2b_1 | 1 | 6.26 |
| o21ai_1 | 4 | 20.0 |
| o221ai_1 | 2 | 17.5 |
| o22ai_1 | 3 | 18.8 |
| o311ai_1 | 1 | 8.76 |
| o31ai_1 | 1 | 7.51 |
[how the worst max path moves through the flow]
stage                 slack (ns)  endpoint  cells after the start  from
final                       0.09        C1                      6   Clk
after CTS                  0.005        C2                      7   Clk
after global routing        0.02        C3                      6   Clk
[layer usage]
| layer | global-route usage | vias up | share of wire |
|---|---|---|---|
| met1 | 0.0340 | 170 | 0.51 |
| met3 | 0.0307 | 0 | 0.092 |
| met4 | 0.0141 | 0 | 0 |
| met5 | 0 | - | 0 |
| met2 | 0.0393 | 17 | 0.40 |
| li1 | - | 202 | - |
[power breakdown]
group	switching, uW	internal, uW	total [uW]
clock network	86.3	164	250
logic	22.5	20.7	43.1
registers	11.4	65.5	76.9
[registers in the layout, summed over array words and instances, names as in the netlist]
name / cells
ProxEstado: 3
EstPres: 3
[repair_timing]
action	4_1_cts	5_1_grt
hold buffers	0	0
gates resized	12	2
gates cloned	0	0
endpoints found under the setup margin	4	1
pin swaps	3	1
